<file path="flow/run.sh">
#!/bin/bash
# OpenROAD 26Q1-2900-gdf79404cd8, Yosys 0.63+post, stock flow scripts
make -C /OpenROAD-flow-scripts/flow DESIGN_CONFIG=/design/flow/config.mk WORK_HOME=/design/flow/orfs finish
</file>
<file path="flow/config.mk">
export PLATFORM = sky130hd
export DESIGN_NAME = topModule
export DESIGN_NICKNAME = topModule
export VERILOG_FILES = /design/flow/design.v
export SDC_FILE = /design/flow/constraint.sdc
export NUM_CORES = 4
export LEC_CHECK = 1
export CORE_UTILIZATION = 50
</file>
<file path="flow/constraint.sdc">
current_design topModule

set clk_period 3.0
set clk_io_pct 0.2

create_clock -name clk0 -period $clk_period [get_ports {clk}]

set non_clock_inputs [all_inputs -no_clocks]
set_input_delay [expr $clk_period * $clk_io_pct] -clock clk0 $non_clock_inputs
set_output_delay [expr $clk_period * $clk_io_pct] -clock clk0 [all_outputs]
</file>
<file path="flow/design.v">
module adjustment(
    input wire [1:0] status,
    input wire clk_500Hz,
    input wire [15:0] userPin,
    input wire validPin,
    output reg [15:0] storedPin = 16'b0100_0011_0010_0001   
);
    always @(posedge clk_500Hz) begin
        if (status == 2 && validPin) begin
            storedPin <= userPin;
        end
    end
endmodule
module clockDivider (
    input clk,
    output reg clk_1kHz = 0,
    output reg clk_400Hz = 0,
    output reg clk_500Hz = 0
);
    reg [26:0] ctr_1kHz = 0;
    reg [26:0] ctr_400Hz = 0;
    reg [26:0] ctr_500Hz = 0;
    always @(posedge clk) begin
        if(ctr_1kHz >= 49999) begin
            clk_1kHz <= ~clk_1kHz;
            ctr_1kHz <= 0;
        end else begin
            ctr_1kHz <= ctr_1kHz + 1;
        end if (ctr_400Hz >= 124999) begin
            clk_400Hz <= ~clk_400Hz;
            ctr_400Hz <= 0;
        end else begin
            ctr_400Hz <= ctr_400Hz + 1;
        end if (ctr_500Hz >= 99999) begin
            clk_500Hz <= ~clk_500Hz;
            ctr_500Hz <= 0;
        end else begin
            ctr_500Hz <= ctr_500Hz + 1;
        end
    end
endmodule
module keypadDecode(
    input wire clk_500Hz,
    input wire [3:0] JC_cols,
    input wire [1:0] status,
    output reg [3:0] JC_rows,
    output reg [15:0] userPin,
    output reg validPin,
    output reg [3:0] pin0,
    output reg [3:0] pin1,
    output reg [3:0] pin2,
    output reg [3:0] pin3
);
    reg [3:0] currentPin [0:3];
    reg [3:0] currentInput;
    reg [2:0] inputCtr = 0;
    reg keyPressedPrev = 0;
    reg [1:0] rowSel = 0;
    reg [15:0] debounce_timer = 0;
    reg stable_keyPressed = 0;
    always @(posedge clk_500Hz) begin
        if (status != 1) begin
            if (JC_cols != 4'b1111) begin
                if (debounce_timer < 20) begin
                    debounce_timer <= debounce_timer + 1;
                    stable_keyPressed <= 0;
                end else
                    stable_keyPressed <= 1;
            end else begin
                debounce_timer <= 0;
                stable_keyPressed <= 0;
                rowSel <= rowSel + 1;
                case(rowSel)
                    2'b00: JC_rows <= 4'b1110;
                    2'b01: JC_rows <= 4'b1101;
                    2'b10: JC_rows <= 4'b1011;
                    2'b11: JC_rows <= 4'b0111;
                endcase
            end
            keyPressedPrev <= stable_keyPressed;
            if (stable_keyPressed && !keyPressedPrev) begin
                if (currentInput < 4'b1010) begin
                    if (inputCtr < 4) begin
                        currentPin[inputCtr] <= currentInput;
                        inputCtr <= inputCtr + 1;
                    end
                    validPin <= 0;
                end else if (currentInput == 4'b1010) begin
                    inputCtr <= 0;
                    validPin <= 0;
                    pin0 <= 15;
                    pin1 <= 15;
                    pin2 <= 15;
                    pin3 <= 15;
                end
                else if (currentInput == 4'b1011 && inputCtr >= 4) begin
                    userPin <= {currentPin[0], currentPin[1], currentPin[2], currentPin[3]};
                    inputCtr <= 0;
                    validPin <= 1;
                    pin0 <= 15;
                    pin1 <= 15;
                    pin2 <= 15;
                    pin3 <= 15;
                end else if (currentInput == 4'b1100) 
                    inputCtr <= inputCtr - 1;
            end else begin
                validPin <= 0;
            end
            pin0 <= (inputCtr >= 1) ? currentPin[0] : 15;
            pin1 <= (inputCtr >= 2) ? currentPin[1] : 15;
            pin2 <= (inputCtr >= 3) ? currentPin[2] : 15;
            pin3 <= (inputCtr >= 4) ? currentPin[3] : 15;
        end
    end
    always @(*) begin
            case ({JC_rows, JC_cols})
                8'b11100111: currentInput = 4'b0000;  
                8'b11101110: currentInput = 4'b0001;  
                8'b11011110: currentInput = 4'b0010;  
                8'b10111110: currentInput = 4'b0011;  
                8'b11101101: currentInput = 4'b0100;  
                8'b11011101: currentInput = 4'b0101;  
                8'b10111101: currentInput = 4'b0110;  
                8'b11101011: currentInput = 4'b0111;  
                8'b11011011: currentInput = 4'b1000;  
                8'b10111011: currentInput = 4'b1001;  
                8'b01111011: currentInput = 4'b1010;  
                8'b10110111: currentInput = 4'b1011;  
                8'b01110111: currentInput = 4'b1100;  
                default: currentInput = 4'b1111;
            endcase
        end
endmodule
module outputs(
    input clk_500Hz,
    input wire [3:0] pin0,
    input wire [3:0] pin1,
    input wire [3:0] pin2,
    input wire [3:0] pin3,
    input wire [1:0] status,
    input wire       validPin,
    output reg [3:0] an,
    output reg [6:0] seg
);
    reg [4:0] LED_display = 0;  
    reg [1:0] LEDActivationCtr = 0;  
    reg       adj_set = 0;           
  always @(posedge clk_500Hz) begin
        if (status != 2'b10)
            adj_set <= 1'b0;
        else if (validPin)
            adj_set <= 1'b1;
        case (LEDActivationCtr)
        2'b00: begin
            an <= 4'b0111;
            if (status == 2'b00) begin  
                if (pin0 != 15)
                    LED_display <= pin0;        
                else
                    LED_display <= 5'b01010;    
            end else if (status == 2'b01) begin  
                LED_display <= 5'b00000;        
            end else begin  
                if (adj_set)
                    LED_display <= 5'b10101;    
                else if (pin0 != 15)
                    LED_display <= pin0;        
                else
                    LED_display <= 5'b10100;    
            end
        end
        2'b01: begin
            an <= 4'b1011;
            if (status == 2'b00) begin  
                if (pin1 != 15)
                    LED_display <= pin1;
                else if (pin0 != 15)
                    LED_display <= 5'b01111;    
                else
                    LED_display <= 5'b00000;    
            end else if (status == 2'b01) begin  
                LED_display <= 5'b01100;        
            end else begin  
                if (adj_set)
                    LED_display <= 5'b01101;    
                else if (pin1 != 15)
                    LED_display <= pin1;
                else if (pin0 != 15)
                    LED_display <= 5'b01111;    
                else
                    LED_display <= 5'b01011;    
            end
        end
        2'b10: begin
            an <= 4'b1101;
            if (status == 2'b00) begin  
                if (pin2 != 15)
                    LED_display <= pin2;
                else if (pin0 != 15)
                    LED_display <= 5'b01111;    
                else
                    LED_display <= 5'b10000;    
            end else if (status == 2'b01) begin  
                LED_display <= 5'b01101;        
            end else begin  
                if (adj_set)
                    LED_display <= 5'b10110;    
                else if (pin2 != 15)
                    LED_display <= pin2;
                else if (pin0 != 15)
                    LED_display <= 5'b01111;    
                else
                    LED_display <= 5'b10111;    
            end
        end
        2'b11: begin
            an <= 4'b1110;
            if (status == 2'b00) begin  
                if (pin3 != 15)
                    LED_display <= pin3;
                else if (pin0 != 15)
                    LED_display <= 5'b01111;    
                else
                    LED_display <= 5'b01011;    
            end else if (status == 2'b01) begin  
                LED_display <= 5'b01110;        
            end else begin  
                if (adj_set)
                    LED_display <= 5'b10111;    
                else if (pin3 != 15)
                    LED_display <= pin3;
                else if (pin0 != 15)
                    LED_display <= 5'b01111;    
                else
                    LED_display <= 5'b10111;    
            end
        end
        endcase
        if (LEDActivationCtr >= 2'b11) begin
            LEDActivationCtr <= 0;
        end else begin
            LEDActivationCtr <= LEDActivationCtr + 1;
        end
    end
    always @(*) begin
        case(LED_display)
            5'b00000: seg = 7'b0000001;  
            5'b00001: seg = 7'b1001111;  
            5'b00010: seg = 7'b0010010;  
            5'b00011: seg = 7'b0000110;  
            5'b00100: seg = 7'b1001100;  
            5'b00101: seg = 7'b0100100;  
            5'b00110: seg = 7'b0100000;  
            5'b00111: seg = 7'b0001111;  
            5'b01000: seg = 7'b0000000;  
            5'b01001: seg = 7'b0000100;  
            5'b01010: seg = 7'b1110001;  
            5'b10000: seg = 7'b0110001;  
            5'b01011: seg = 7'b1000010;  
            5'b01100: seg = 7'b0011000;  
            5'b01101: seg = 7'b0110000;  
            5'b01110: seg = 7'b1101010;  
            5'b01111: seg = 7'b1111110;  
            5'b10100: seg = 7'b0001000;  
            5'b10101: seg = 7'b0100100;  
            5'b10110: seg = 7'b1110000;  
            5'b10111: seg = 7'b1111111;  
            default: seg = 7'b0000001;  
        endcase
    end
endmodule
module pinVerify(
    input wire clk_500Hz,
    input wire clk_400Hz,
    input wire clk_1kHz,
    input wire [15:0] storedPin,
    input wire [15:0] userPin,
    input wire validPin,
    input wire [1:0] sw,
    input btnL,
    output wire audio_out,
    output reg [1:0] status
);
    reg [11:0] tone_timer = 0;  
    reg play_enable = 0;
    reg [1:0] pinStatus = 0;  
    reg [15:0] lastEnteredPin = 0;
    reg [3:0] rst_debounce_reg = 0;
    reg clean_rst = 0;
    always @(posedge clk_500Hz) begin
        if (status == 1 && sw[0] == 1) begin
            status <= 2;
        end
        if (play_enable) begin
            if (tone_timer <= 2499)
                tone_timer <= tone_timer + 1;
            else begin
                play_enable <= 0;
                tone_timer <= 0;
            end
        end
        if (clean_rst) begin
            status <= 0; 
        end else begin
            case (status)
                0: begin  
                    if (validPin) begin
                        if (userPin == storedPin) begin
                            status <= 1;
                            pinStatus <= 2;
                            play_enable <= 1;
                            tone_timer <= 0;
                        end
                        else begin
                            if (userPin != lastEnteredPin) begin
                                lastEnteredPin <= userPin;  
                                status <= 0;
                                pinStatus <= 1;
                                play_enable <= 1;
                                tone_timer <= 0;
                            end 
                        end
                    end 
                end
                1: begin  
                    if (sw[0] == 1) status <= 2;  
                end
                2: begin  
                    if (validPin) status <= 0;  
                end
            endcase
        end
        rst_debounce_reg <= {rst_debounce_reg[2:0], btnL};
        if (rst_debounce_reg == 4'b1111) 
            clean_rst <= 1;
        else if (rst_debounce_reg == 4'b0000)
            clean_rst <= 0;
    end
    assign audio_out = (play_enable) ? ((pinStatus == 1) ? clk_400Hz : clk_1kHz) : 1'b0;
endmodule
module topModule (
    input clk,
    input btnL,
    input [1:0] sw,
    input [3:0] JC_cols,
    input btnR,
    output audio_gain,
    output audio_shutdown,
    output audio_out,
    output [3:0] JC_rows,
    output [3:0] an,
    output [6:0] seg
);
    wire clk_1kHz;
    wire clk_500Hz;
    wire clk_500Hz;
    wire [15:0] userPin;
    wire validPin;
    wire [3:0] pin0;
    wire [3:0] pin1;
    wire [3:0] pin2;
    wire [3:0] pin3;
    wire [1:0] status;  
    wire [15:0] storedPin;
    assign audio_shutdown = 1'b1;
    assign audio_gain = 1'b1;
    clockDivider u1(
        .clk(clk),
        .clk_1kHz(clk_1kHz),
        .clk_400Hz(clk_400Hz),
        .clk_500Hz(clk_500Hz)
    );
    keypadDecode u2(
        .clk_500Hz(clk_500Hz),
        .JC_rows(JC_rows),
        .JC_cols(JC_cols),
        .userPin(userPin),
        .validPin(validPin),
        .status(status),
        .pin0(pin0),
        .pin1(pin1),
        .pin2(pin2),
        .pin3(pin3)
    );
    outputs u3(
        .pin0(pin0),
        .pin1(pin1),
        .pin2(pin2),
        .pin3(pin3),
        .clk_500Hz(clk_500Hz),
        .validPin(validPin),
        .an(an),
        .seg(seg),
        .status(status)
    );
    pinVerify u4(
        .clk_400Hz(clk_400Hz),
        .clk_1kHz(clk_1kHz),
        .audio_out(audio_out),
        .clk_500Hz(clk_500Hz),
        .storedPin(storedPin),
        .userPin(userPin),
        .validPin(validPin),
        .status(status),
        .btnL(btnL),
        .sw(sw)
    );
    adjustment u5(
        .status(status),
        .clk_500Hz(clk_500Hz),
        .userPin(userPin),
        .validPin(validPin),
        .storedPin(storedPin)
    );
endmodule
</file>
==> metrics.csv <==
stage,metric,value,unit
outcome,status,"complete, no violations",
clocking,postCtsHoldBufs,0,
yosys,synth-seq-area-share,0.577,
cells_and_area,final_layout_top_logic_cell,sky130_fd_sc_hd__dfxtp_1,
timing,final_hold_viol_count,0,
yosys,ys_cells,887,
clocking,clockRootBuffer,sky130_fd_sc_hd__clkbuf_16,
floorplanning,pin_count,27,
hold_path,worst_hold_path.num_cells,1,
floorplanning,die_width,142,µm
drt,detail_route.wl_per_cell,13.4,µm
timing,max_slew.worst_pin.slew,0.787,ns
yosys,syn_std_cell_area,9830,µm²
placed_design,dp_worst_slack,1.14,ns
worst_setup_path,critical_path.max_fanout,2,
flow_run,drv_cap,0,
clocking,tritoncts,yes,
cells_and_area,biggestRegsByFlops,"u1.ctr_1kHz: 27 flops, u1.ctr_400Hz: 27 flops, u1.ctr_500Hz: 27 flops",
timing,fin_setup_tns,0,ns
clocking,clock_latency,0.33,ns
floorplanning,core.rowCount,50,
cells_and_area,final_cell_mix,"sky130_fd_sc_hd__dfxtp_1 (114), sky130_fd_sc_hd__edfxtp_1 (113), sky130_fd_sc_hd__nor2_1 (80), sky130_fd_sc_hd__xor2_1 (59), sky130_fd_sc_hd__xnor2_1 (43)",
timing,rsz0062_at_grt,false,
worst_setup_path,worst_r2r_dst,u1.clk_1kHz$_DFFE_PP_,
timing,setup_slack,0.988,ns
floorplanning,starting_density_of_the_core,0.517,
floorplanning,core_area,19000,µm²
timing,setup-violations-final,0,
pwr,vdd_ir_drop_max,0.248,mV
clocking,cts_max_path_bufs,2,
yosys,yosys_stat_chip_area,9830,µm²
drt,1st_iter_drt_viols,245,
placed_design,detailedPlacementHpwl,11800,µm
placed_design,placedInstanceArea,10400,µm²
timing,unclocked_regs,143,
pwr,post-layout-total-power,2.42,mW
floorplanning,chipArea,20200,µm²
worst_setup_path,critical_path_class,flop to primary output,
yosys,netlist-cell-type-count,70,
cells_and_area,final_core_utilization,0.564,
drt,wl,16000,µm
worst_setup_path,worst_endpoint_required_time,2.40,ns
drt,viasPerCell,5.22,
hold_path,worst_hold_path.endpoint,u1.ctr_500Hz[0]$_SDFF_PP0_,
cells_and_area,area_growth_syn_to_layout,9.01,%
timing,timing.final.crit_share,0.671,
cells_and_area,stdcell_count,1195,
worst_setup_path,start_kind,flop,
yosys,yosys_most_used_dff,sky130_fd_sc_hd__dfxtp_1,
worst_setup_path,timing.rr.start,u1.ctr_1kHz[0]$_SDFF_PP0_,
placed_design,port_buffers,22,
yosys,synth-edff-count,113,
floorplanning,chipHeight,142,µm
worst_setup_path,cp.arrival,1.41,ns
hold_path,worstHoldStart,u1.ctr_500Hz[0]$_SDFF_PP0_,
timing,final-max-slew-violation-count,0,
timing,worst_hold_slack,0.446,ns
clocking,cts.repair.resized,0,
flow_run,log.warning_count,43,
worst_setup_path,critical_path.endpoint_type,primary output,
pwr,total_leakage_power,3.68,nW
drt,drtPass1Iterations,5,
global_routing,grt_pass1_vias,6080,
worst_setup_path,r2r_slack,1.13,ns
worst_setup_path,critical_path.startpoint,u1.clk_1kHz$_DFFE_PP_,
yosys,synth_async_sr_flop_share,0,
pwr,p_per_area,226,nW/µm²
hold_path,timing.hold.worst.class,flop to flop,
global_routing,antenna_violations_before_repair,0,
cells_and_area,finalInstanceArea,10700,µm²
clocking,cts.reportedPaths.clkPinSlew,0.06,ns
cells_and_area,share_of_final_layout_standard_cells_stronger_than_drive_strength_1,0.0492,
drt,final_antenna_net_count,0,
yosys,postSynthAreaPerCell,11.1,µm²
yosys,numSynthFlops,227,
timing,period_needed,2.01,ns
placed_design,dpl.cell_count,1180,
clocking,htreeDepth,3,
timing,untimed_endpoints,268,
timing,maxSlewHeadroom,0.475,
global_routing,groute.usage.overall,0.179,
yosys,synthCells,887,
drt,post-route-drc-count,0,
global_routing,grt-ovfl-total,0,
clocking,numCtsBuffers,9,
global_routing,first_pass_grt_wire_length,27900,µm
yosys,ys_warn_count,6,
worst_setup_path,worst_r2r_path_depth,4,
timing,worst_clock_skew,0.0103,ns
drt,dr_total_vias,6241,
drt,antenna-diode-count,0,
placed_design,gp_routability_congestion,0.865,
global_routing,grt_start_max_net_pins,83,
clocking,post_cts.repair.setup_buffers,0,
timing,achievable-frequency,0.497,GHz
[kinds of logic (layout without fill, tap and decap cells)]
group / count (synthesis) / count (layout) / synth area share
mux: 5 / 5 / 0.00522
compound gates: 131 / 131 / 0.0916
fa+ha+maj: 26 / 26 / 0.0331
buf+inv: 71 / 88 / 0.0295
xor+xnor: 102 / 102 / 0.0909
flops: 227 / 227 / 0.577
simple gates: 323 / 323 / 0.172
other cells: 2 / 33 / 0.000764
[worst max-delay path by stage]
stage                       end  slack, ns  cells past startpoint
after CTS             audio_out       0.97                      5
final                 audio_out       0.99                      5
after global routing  audio_out       0.85                      5
[metal layers]
| metal | wire length (µm) | GRT usage |
|---|---|---|
| met3 | 598 | 0.0336 |
| met4 | 144 | 0.0158 |
| met5 | 0 | 0 |
| met1 | 8010 | 0.290 |
| met2 | 7230 | 0.281 |
[cell type report]
class | instances | area, µm²
fillers | 1581 | 8300
well taps | 260 | 325
clock buffers | 12 | 236
clock inverters | 3 | 40.0
inverters | 40 | 150
repair buffers | 33 | 303
multi-input cells | 620 | 3990
flip-flops and latches | 227 | 5680
[where the power goes]
part | switching [mW] | internal [mW]
Clock | 0.387 | 0.637
Sequential | 0.0192 | 1.26
Combinational | 0.0706 | 0.0431
[worst max-delay path, cell delays in order (launching register included)]
cell                              delay (ns)
sky130_fd_sc_hd__edfxtp_1               0.32
sky130_fd_sc_hd__inv_1                  0.05
sky130_fd_sc_hd__a21oi_1                0.11
sky130_fd_sc_hd__a31oi_1                0.05
sky130_fd_sc_hd__nor2_1                 0.08
sky130_fd_sc_hd__clkdlybuf4s50_1        0.48
[cells in the mapped netlist, drive strengths merged, types with 3 or more instances]
cell type	instances	area (µm²)
a31oi	12	75.1
nor2b	9	56.3
and2	7	43.8
nor3b	5	37.5
and4	8	70.1
mux2i	4	40.0
nor3	41	205
nand2	40	150
o21ai	22	110
a21boi	4	30.0
a211oi	3	27.5
o211ai	9	67.6
inv	39	146
a22oi	3	22.5
nand4	27	169
clkbuf	17	65.1
or4	4	30.0
nor4	21	131
a21oi	38	201
buf	14	75.1
edfxtp	113	3390
nor2	80	300
o32ai	3	26.3
ha	26	325
nand3	34	170
a41oi	4	35.0
xor2	59	517
o21a	3	22.5
dfxtp	114	2280
xnor2	43	377
nand2b	12	75.1
and4b	3	30.0
o22ai	3	18.8
and3	9	57.6
o221ai	5	43.8
or2	15	93.8
Power and IR drop assume default switching activity.
